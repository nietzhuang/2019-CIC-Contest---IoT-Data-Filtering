### design/flow/design.v
`timescale 1ns/10ps
module proc(
        input                   clk,
        input                   clk_f1,
        input                   clk_f2,
        input                   clk_f3,
        input                   clk_f6,
        input                   clk_f7,
        input                   f1_en,
        input                   f2_en,
        input                   f3_en,
        input                   f4_en,
        input                   f5_en,
        input                   f6_en,
        input                   f7_en,
        input                   rst,
        input                   in_en,
        input                   valid,
        input [7:0]             iot_in,
        input [2:0]             fn_sel,
        input [3:0]             cnt_cycle,
        input [2:0]             cnt_data,
        output                  out_en,
        output reg[127:0]       iot_out
        );
        integer i;
        wire [127:0]    out_f1, out_f2, out_f3, out_f4, out_f5, out_f6, out_f7;
        wire            outf4_en, outf5_en, outf6_en, outf7_en;
        reg  [127:0]    mem;
        reg  [7:0]      buf_in[14:0];
        f1 max(.clk(clk_f1),
               .rst(rst),
               .f1_en(f1_en),
               .data(mem),
               .valid(valid),
               .cnt_cycle(cnt_cycle),
               .cnt_data(cnt_data),
               .out_f1(out_f1)
               );
        f2 min(.clk(clk_f2),
               .rst(rst),
               .f2_en(f2_en),
               .data(mem),
               .valid(valid),
               .cnt_cycle(cnt_cycle),
               .cnt_data(cnt_data),
               .out_f2(out_f2)
               );
        f3 avg(.clk(clk_f3),
               .rst(rst),
               .f3_en(f3_en),
               .valid(valid),
               .data(mem),
               .cnt_cycle(cnt_cycle),
               .cnt_data(cnt_data),
               .out_f3(out_f3)
               );
       f4 ext(.f4_en(f4_en),
               .data(mem),
               .cnt_cycle(cnt_cycle),
               .outf4_en(outf4_en),
               .out_f4(out_f4)
               );
        f5 exc(.f5_en(f5_en),
               .data(mem),
               .cnt_cycle(cnt_cycle),
               .outf5_en(outf5_en),
               .out_f5(out_f5)
               );
        f6 p_max(.clk(clk_f6),
                 .rst(rst),
                 .f6_en(f6_en),
                 .data(mem),
                 .cnt_cycle(cnt_cycle),
                 .cnt_data(cnt_data),
                 .outf6_en(outf6_en),
                 .out_f6(out_f6)
                 );
        f7 p_min(.clk(clk_f7),
                 .rst(rst),
                 .f7_en(f7_en),
                 .data(mem),
                 .cnt_cycle(cnt_cycle),
                 .cnt_data(cnt_data),
                 .outf7_en(outf7_en),
                 .out_f7(out_f7)
                 );
       mux_out mux_out(.outf4_en(outf4_en),
                        .outf5_en(outf5_en),
                        .outf6_en(outf6_en),
                        .outf7_en(outf7_en),
                        .fn_sel(fn_sel),
                        .out_en(out_en)
                        );
        always@(posedge clk, posedge rst)begin
                if(rst)begin
                        mem <= 128'b0;
                        for(i = 0; i < 15; i = i + 1)
                                buf_in[i] <= 8'b0;
                end
                else if(cnt_cycle == 4'd15)
                        mem <= {buf_in[0],  buf_in[1],  buf_in[2],   buf_in[3], buf_in[4], buf_in[5],
                                buf_in[6],  buf_in[7],  buf_in[8],   buf_in[9], buf_in[10], buf_in[11],
                                buf_in[12], buf_in[13], buf_in[14],  iot_in};
                else if(in_en)begin
                        buf_in[cnt_cycle] <= iot_in;
                end
        end
        always@*begin
                case(fn_sel)
                        3'b001:iot_out = out_f1;
                        3'b010:iot_out = out_f2;
                        3'b011:iot_out = out_f3;
                        3'b100:iot_out = out_f4;
                        3'b101:iot_out = out_f5;
                        3'b110:iot_out = out_f6;
                        3'b111:iot_out = out_f7;
                        default: iot_out = 128'd0;
                endcase
        end
endmodule
module ctrl(
        input                   clk,
        input                   rst,
        input                   in_en,
        input      [2:0]        fn_sel,
        input                   out_en,
        output reg              busy,
        output reg              valid,
        output reg [3:0]        cnt_cycle,   
        output reg [2:0]        cnt_data   
        );
        parameter WAIT = 2'b00, IN_CAL = 2'b01, OUT = 2'b10;
        reg [1:0] cstate, nstate;
        always@(posedge clk, posedge rst)begin
                if(rst)
                        cnt_cycle <= 4'b0;
                else if(cstate == IN_CAL)
                        cnt_cycle <= cnt_cycle + 1;
        end
        always@(posedge clk, posedge rst)begin
                if(rst)
                        cnt_data <= 3'b0;
                else if(cnt_cycle == 4'd15)
                        cnt_data <= cnt_data + 1;
        end
        always@(posedge clk, posedge rst)begin
                if(rst)
                        cstate <= WAIT;
                else
                        cstate <= nstate;
        end
        always@*begin
                case(cstate)
                        WAIT:begin
                                nstate = IN_CAL;
                        end
                        IN_CAL:begin
                                case(fn_sel)
                                        3'b001, 3'b010, 3'b011:begin
                                                if((cnt_cycle == 4'd15)&&(cnt_data == 3'd7))
                                                        nstate = OUT;
                                                else if(cnt_cycle == 4'd15)
                                                        nstate = WAIT;
                                                else
                                                        nstate = IN_CAL;
                                        end
                                        3'b100, 3'b101, 3'b110, 3'b111:begin 
                                                if(cnt_cycle == 4'd15)
                                                        nstate = WAIT;
                                                else
                                                        nstate = IN_CAL;
                                        end
                                endcase
                        end
                        OUT:
                                nstate = IN_CAL;
                endcase
        end
        always@*begin   
                case(cstate)
                        WAIT:begin
                                busy = 1'b0;
                                valid = (out_en  && (fn_sel != 3'b111));
                        end
                        IN_CAL:begin
                                busy = (cnt_cycle == 4'd15);
                                if(fn_sel == 3'b111)
                                        valid = (out_en && (cnt_cycle == 4'd1));
                                else
                                        valid = out_en;
                        end
                        OUT:begin
                                busy = 1'b0;
                                valid = 1'b1;
                        end
                endcase
        end
endmodule
module cgate(
        input   clk,
        input   enable,
        output  clk_gate,
        output  func_en
        );
        assign clk_gate = (enable)? clk:1'b0;
        assign func_en  = (enable)? 1'b1:1'b0;
endmodule
module f1(
        input                   clk,
        input                   rst,
        input                   f1_en,
        input                   valid,
        input [127:0]           data,
        input [3:0]             cnt_cycle,
        input [2:0]             cnt_data,
        output reg[127:0]       out_f1
        );
        reg [127:0]     buff;
        always@(posedge clk, posedge rst)begin
                if(rst)
                        buff <= 128'b0;
                else if((cnt_cycle == 4'd15) && (cnt_data != 3'd0) && (data > buff))
                        buff <= data;
                else if((cnt_cycle == 4'd0) &&(cnt_data == 3'd0))   
                        buff <= 128'b0;
        end
        always@*begin
                if(f1_en)begin
                        if(valid)
                                out_f1 = (buff > data)? buff:data;
                        else
                                out_f1 = 128'b0;
                end
                else
                        out_f1 = 128'b0;
        end
endmodule        
module f2(
        input                   clk,
        input                   rst,
        input                   f2_en,
        input                   valid,
        input [127:0]           data,
        input [3:0]             cnt_cycle,
        input [2:0]             cnt_data,
        output reg[127:0]       out_f2
        );
        reg [127:0]     buff;
        always@(posedge clk, posedge rst)begin
                if(rst)
                        buff <= 128'hFFFF_FFFF_FFFF_FFFF_FFFF_FFFF_FFFF_FFFF;
                else if((cnt_cycle == 4'd15) && (cnt_data != 3'd0) && (data < buff))
                        buff <= data;
                else if((cnt_cycle == 4'd0) && (cnt_data == 3'd0))   
                        buff <= 128'hFFFF_FFFF_FFFF_FFFF_FFFF_FFFF_FFFF_FFFF;
        end
        always@*begin
                if(f2_en)begin
                        if(valid)
                                out_f2 = (buff < data)? buff:data;
                        else
                                out_f2 = 128'b0;
                end
                else
                        out_f2 = 128'b0;
        end
endmodule        
module f3(
        input                   clk,
        input                   rst,
        input                   f3_en,
        input                   valid,
        input [127:0]           data,
        input [3:0]             cnt_cycle,
        input [2:0]             cnt_data,
        output reg[127:0]       out_f3
        );
        reg [130:0]     buff;
        always@(posedge clk, posedge rst)begin
                if(rst)
                        buff <= 131'b0;
                else if((cnt_cycle == 4'd15) && (cnt_data != 3'd0))
                        buff <= buff + data;
                else if((cnt_cycle == 4'd0) &&(cnt_data == 3'd0))   
                        buff <= 131'b0;
        end
        always@*begin
                if(f3_en)begin
                        if(valid)
                                out_f3 = ((buff+data) >> 3);
                        else
                                out_f3 = 128'b0;
                end
                else
                        out_f3 = 128'b0;
        end
endmodule
module f4(
        input                   f4_en,
        input [127:0]           data,
        input [3:0]             cnt_cycle,
        output reg              outf4_en,
        output reg[127:0]       out_f4
        );
        parameter LOW  = 128'h6FFF_FFFF_FFFF_FFFF_FFFF_FFFF_FFFF_FFFF;
        parameter HIGH = 128'hAFFF_FFFF_FFFF_FFFF_FFFF_FFFF_FFFF_FFFF;
        always@*begin
                if(f4_en)begin
                        if((cnt_cycle == 4'd1) && (data > LOW) && (data < HIGH))
                                outf4_en = 1'b1;
                        else
                                outf4_en = 1'b0;
                end
                else
                        outf4_en = 1'b0;
        end
        always@*begin
                if(outf4_en)
                        out_f4 = data;
                else
                        out_f4 = 128'b0;
        end
endmodule
module f5(
        input                   f5_en,
        input [127:0]           data,
        input [3:0]             cnt_cycle,
        output reg              outf5_en,
        output reg[127:0]       out_f5
        );
        parameter LOW  = 128'h7FFF_FFFF_FFFF_FFFF_FFFF_FFFF_FFFF_FFFF;
        parameter HIGH = 128'hBFFF_FFFF_FFFF_FFFF_FFFF_FFFF_FFFF_FFFF;
        always@*begin
                if(f5_en)begin
                        if((cnt_cycle == 4'd1) && (data[15:0] != 16'd0) && ((data < LOW) || (data > HIGH)))
                                outf5_en = 1'b1;
                        else
                                outf5_en = 1'b0;
                end
                else
                        outf5_en = 1'b0;
        end
        always@*begin
                if(outf5_en)
                        out_f5 = data;
                else
                        out_f5 = 128'b0;
        end
endmodule
module f6(
        input                   clk,
        input                   rst,
        input                   f6_en,
        input [127:0]           data,
        input [3:0]             cnt_cycle,
        input [2:0]             cnt_data,
        output reg              outf6_en,
        output reg[127:0]       out_f6
        );
        reg [127:0]             buff, buff_pmax;
        reg                     flag;
        always@(posedge clk, posedge rst)begin
                if(rst)
                        buff <= 128'b0;
                else if((cnt_cycle == 4'd1) && (cnt_data != 3'd0) && (data > buff))
                        buff <= data;
                else if((cnt_cycle == 4'd0) && (cnt_data == 3'd0))   
                        buff <= data;
        end
        always@(posedge clk, posedge rst)begin
                if(rst)begin
                        buff_pmax <= 128'b0;
                        flag <= 1'b0;
                end
                else if(  (buff > buff_pmax))begin
                        buff_pmax <= buff;
                        flag <= 1'b1;
                end
        end
        always@*begin
                if(f6_en)begin
                        if(flag && (cnt_data == 3'b0))
                                outf6_en = 1'b1;
                        else
                                outf6_en = 1'b0;
                end
                else
                        outf6_en = 1'b0;
        end
        always@*begin
                if(outf6_en)
                        out_f6 = buff_pmax;
                else
                        out_f6 = 128'b0;
        end
endmodule
module f7(
        input                   clk,
        input                   rst,
        input                   f7_en,
        input [127:0]           data,
        input [3:0]             cnt_cycle,
        input [2:0]             cnt_data,
        output reg              outf7_en,
        output reg[127:0]       out_f7
        );
        reg [127:0]             buff, buff_pmin;
        reg                     flag;
        always@(posedge clk, posedge rst)begin
                if(rst)
                        buff <= 128'hFFFF_FFFF_FFFF_FFFF_FFFF_FFFF_FFFF_FFFF;
                else if((cnt_cycle == 4'd15) && (cnt_data != 3'd0) && (data < buff) && (data != 128'b0))
                        buff <= data;
                else if((cnt_cycle == 4'd0) && (cnt_data == 3'd0) && (data != 128'b0))   
                        buff <= data;
        end
        always@(posedge clk, posedge rst)begin
                if(rst)begin
                        buff_pmin <= 128'hFFFF_FFFF_FFFF_FFFF_FFFF_FFFF_FFFF_FFFF;
                        flag <= 1'b0;
                end
                else if( (buff < buff_pmin))begin
                        buff_pmin <= buff;
                        flag <= 1'b1;
                end
                else if(cnt_data == 3'd1)
                        flag <= 1'b0;
        end
        always@*begin
                if(f7_en)begin
                        if(flag && (cnt_data == 3'd0))
                                outf7_en = 1'b1;
                        else
                                outf7_en = 1'b0;
                end
                else
                        outf7_en = 1'b0;
        end
        always@*begin
                if(outf7_en)
                        out_f7 = (data<buff_pmin)? data:buff_pmin;     
                else
                        out_f7 = 128'b0;
        end
endmodule
module mux_out(
        input           outf4_en,
        input           outf5_en,
        input           outf6_en,
        input           outf7_en,
        input   [2:0]   fn_sel,
        output reg      out_en
        );
        always@*begin
                case(fn_sel)
                        3'b100:out_en = outf4_en;
                        3'b101:out_en = outf5_en;
                        3'b110:out_en = outf6_en;
                        3'b111:out_en = outf7_en;
                        default:out_en = 1'b0;
                endcase
        end
endmodule
module IOTDF( clk, rst, in_en, iot_in, fn_sel, busy, valid, iot_out);
        input          clk;
        input          rst;
        input          in_en;
        input  [7:0]   iot_in;
        input  [2:0]   fn_sel;
        output         busy;
        output         valid;
        output [127:0] iot_out;
        wire [3:0] cnt_cycle;
        wire [2:0] cnt_data;
        wire out_en;
        wire clk_f1, clk_f2, clk_f3, clk_f4, clk_f5, clk_f6, clk_f7;
        wire f1_en, f2_en, f3_en, f4_en, f5_en, f6_en, f7_en;
        ctrl ctrl0(.clk(clk),
                   .rst(rst),
                   .in_en(in_en),
                   .fn_sel(fn_sel),
                   .out_en(out_en),
                   .busy(busy),
                   .valid(valid),
                   .cnt_cycle(cnt_cycle),
                   .cnt_data(cnt_data)
                   );
        proc proc0(.clk(clk),
                   .clk_f1(clk_f1),
                   .clk_f2(clk_f2),
                   .clk_f3(clk_f3),
                   .clk_f6(clk_f6),
                   .clk_f7(clk_f7),
                   .f1_en(f1_en),
                   .f2_en(f2_en),
                   .f3_en(f3_en),
                   .f4_en(f4_en),
                   .f5_en(f5_en),
                   .f6_en(f6_en),
                   .f7_en(f7_en),
                   .rst(rst),
                   .valid(valid),
                   .in_en(in_en),
                   .iot_in(iot_in),
                   .fn_sel(fn_sel),
                   .cnt_cycle(cnt_cycle),
                   .cnt_data(cnt_data),
                   .out_en(out_en),
                   .iot_out(iot_out)
                   );
        cgate cg_f1(.clk(clk),
                    .enable(fn_sel == 3'b001),
                    .clk_gate(clk_f1),
                    .func_en(f1_en)
                    );
        cgate cg_f2(.clk(clk),
                    .enable(fn_sel == 3'b010),
                    .clk_gate(clk_f2),
                    .func_en(f2_en)
                    );
        cgate cg_f3(.clk(clk),
                    .enable(fn_sel == 3'b011),
                    .clk_gate(clk_f3),
                    .func_en(f3_en)
                    );
        cgate cg_f4(.clk(clk),
                    .enable(fn_sel == 3'b100),
                    .clk_gate(clk_f4),
                    .func_en(f4_en)
                    );
        cgate cg_f5(.clk(clk),
                    .enable(fn_sel == 3'b101),
                    .clk_gate(clk_f5),
                    .func_en(f5_en)
                    );
        cgate cg_f6(.clk(clk),
                    .enable(fn_sel == 3'b110),
                    .clk_gate(clk_f6),
                    .func_en(f6_en)
                    );
        cgate cg_f7(.clk(clk),
                    .enable(fn_sel == 3'b111),
                    .clk_gate(clk_f7),
                    .func_en(f7_en)
                    );
endmodule
### design/flow/run.sh
#!/bin/bash
# OpenROAD 26Q1-2900-gdf79404cd8, Yosys 0.63+post, stock flow scripts
make -C /OpenROAD-flow-scripts/flow DESIGN_CONFIG=/design/flow/config.mk WORK_HOME=/design/flow/orfs finish
### design/flow/config.mk
export PLATFORM = sky130hd
export DESIGN_NAME = IOTDF
export DESIGN_NICKNAME = IOTDF
export VERILOG_FILES = /design/flow/design.v
export SDC_FILE = /design/flow/constraint.sdc
export NUM_CORES = 4
export LEC_CHECK = 1
export CORE_UTILIZATION = 50
### design/flow/constraint.sdc
current_design IOTDF

set clk_period 38.4
set clk_io_pct 0.2

create_clock -name clk0 -period $clk_period [get_ports {clk}]

set non_clock_inputs [all_inputs -no_clocks]
set_input_delay [expr $clk_period * $clk_io_pct] -clock clk0 $non_clock_inputs
set_output_delay [expr $clk_period * $clk_io_pct] -clock clk0 [all_outputs]
==> run notes <==
run results: outcome finished clean, cell repeated most along the worst path sky130_fd_sc_hd__dlygate4sd3_1, WP data arrival about 25 ns, total power of the final layout 2.84 mW, number of global-route vias before repair approximately 80,000, path type of the worst min-delay path input pin to clock gate, number of design-rule violations left by the first detailed-router iteration 9,334, num ports 144, Cell area leaders sky130_fd_sc_hd__dfrtp_1, sky130_fd_sc_hd__ha_1, sky130_fd_sc_hd__dfstp_2, sky130_fd_sc_hd__nand2_1, sky130_fd_sc_hd__inv_1, final wirelength 386,000 um, setup repair after global routing missed its margin false, final weighted congestion in routability-driven placement roughly 1.1, Hold Crit Start fn_sel[2], initial standard-cell utilization of the core approximately half, number of synthesized flops with an enable pin 0, sum of negative setup slack 0 ns, worst reg2reg setup slack 31.63 ns, number of standard-cell rows in the floorplan 153, fraction of layout instances using a drive strength above 1 13.3%, Post-DP HPWL ~280,000 um, power density relative to cell area ~29 nW/um^2, count of unclocked register or latch pins 4, core footprint roughly 170,000 um^2, global route overflow 0, hold path depth 21, Crit path max-delay family buffers and inverters, wire length of the first global-routing pass about 560,000 um, Avg Synthesized Cell Area around 8.7 um^2, total tool warning count 50, count of cells along the worst register-to-register path 15, yosys-reported design area after synthesis a little under 90,000 um^2, detailed-route wire length per cell a little over 30 um, via count of the routed design between 80,000 and 90,000, P_leak about 47 nW, critical path depth in cells 32, leading area contributor after synthesis sky130_fd_sc_hd__dfrtp_1, start-to-end type of the worst setup path input pin to output pin, Achievable Freq approximately 31 MHz, worst-margin pin slew roughly 1.2 ns, Post-Synthesis Cells 10,116, sum of buffers and inverters on the critical path 27, Final setup violation count 0, detailed-route DRC error count 0, max-slew violation count 0, x dimension of the die roughly 420 um, register area between 20,000 and 30,000 um^2, largest net degree at the start of global routing about 140, Skew-Pair Late Insertion Delay 1.53 ns, flops out of synthesis about 1,200, Tmin final around 32 ns, Synthesis Warnings 11, post-route cell area approximately 100,000 um^2, number of antenna violations at the first check in global routing 19, kind of launch point of the worst setup path input pin, post-synthesis async set-or-reset flop share 99.7%, Post-Syn Area a little under 90,000 um^2, TritonCTS clock tree built, number of cell instances after yosys synthesis about 10,000, Worst setup EP type output pin, post-place instance area roughly 92,000 um^2, Dominant flop cell sky130_fd_sc_hd__dfrtp_1, number of max-capacitance violations reported 0, post-route worst hold slack between 0.15 and 0.2 ns, residual antenna-violating net count after detailed routing 0, master of the slowest instance on the critical path sky130_fd_sc_hd__nor3_1, drt pass-1 iters 10, GRT Resource Usage Total ~45%, Peak VDD IR about 0.00016 V, final tally of hold violations 0, number of unconstrained endpoints 8, number of buffers inserted by port buffering 143, routed via count divided by cell count roughly 6.7, Comb gate area between 50,000 and 60,000 um^2, Resized Gates After CTS 0, beginning of the worst register-to-register path proc0.mem[127], synthesis-to-finish area growth 13.0%, Slew headroom a little under a fifth, worst-path maximum fanout around 42, floorplan die area about 180,000 um^2, Crit path required time just over 30 ns, floorplan die height roughly 420 um, Layout Skew ~0.11 ns, Tcrit/Tclk final a little over four fifths, Layout fillers around 15,000, post-synth cell types roughly 90, area share of the largest cell type after synthesis between 20% and 30%, CP peak stage delay roughly 0.84 ns, capturing point of the worst reg2reg path proc0.p_max.buff[65]
## state kept, by name, summed over array words and instances (netlist names), 4 cells and up
| register | count |
|---|---|
| proc0.avg.buff | 131 |
| proc0.mem | 128 |
| proc0.max.buff | 128 |
| ctrl0.cnt_cycle | 4 |
| proc0.p_max.buff_pmax | 128 |
| proc0.min.buff | 128 |
| proc0.p_min.buff | 128 |
| proc0.p_min.buff_pmin | 128 |
| proc0.p_max.buff | 128 |
| proc0.buf_in | 120 |
## Yosys cell counts, types with 10 or more instances
cell type	instances
sky130_fd_sc_hd__nand2_1	1150
sky130_fd_sc_hd__ha_1	1032
sky130_fd_sc_hd__inv_1	849
sky130_fd_sc_hd__dfrtp_1	774
sky130_fd_sc_hd__clkbuf_1	674
sky130_fd_sc_hd__a21oi_1	635
sky130_fd_sc_hd__o21ai_0	442
sky130_fd_sc_hd__nand4_1	436
sky130_fd_sc_hd__dfstp_2	384
sky130_fd_sc_hd__nor2_1	377
sky130_fd_sc_hd__a21o_1	315
sky130_fd_sc_hd__mux2i_1	278
sky130_fd_sc_hd__nand3_1	261
sky130_fd_sc_hd__mux2_2	260
sky130_fd_sc_hd__nor3_1	208
sky130_fd_sc_hd__o211ai_1	168
sky130_fd_sc_hd__a31oi_1	152
sky130_fd_sc_hd__and3_1	151
sky130_fd_sc_hd__o22ai_1	148
sky130_fd_sc_hd__a311oi_1	132
sky130_fd_sc_hd__o311ai_1	128
sky130_fd_sc_hd__a22o_1	119
sky130_fd_sc_hd__a222oi_1	94
sky130_fd_sc_hd__a221o_1	90
sky130_fd_sc_hd__nor4_1	82
sky130_fd_sc_hd__xnor2_1	78
sky130_fd_sc_hd__a221oi_1	56
sky130_fd_sc_hd__a22oi_1	56
sky130_fd_sc_hd__nor2b_1	54
sky130_fd_sc_hd__o21bai_1	51
sky130_fd_sc_hd__xor2_1	46
sky130_fd_sc_hd__buf_1	37
sky130_fd_sc_hd__nand2b_1	37
sky130_fd_sc_hd__o21a_1	37
sky130_fd_sc_hd__buf_2	31
sky130_fd_sc_hd__or3_1	27
sky130_fd_sc_hd__o31ai_1	26
sky130_fd_sc_hd__a211oi_1	25
sky130_fd_sc_hd__o21ai_1	17
sky130_fd_sc_hd__a21boi_0	15
sky130_fd_sc_hd__and4_1	15
sky130_fd_sc_hd__or4_1	13
sky130_fd_sc_hd__or2_2	12
sky130_fd_sc_hd__a2111oi_0	11
sky130_fd_sc_hd__o221ai_1	10
## cells by family after synthesis
logic type / after synthesis / synth area share (%)
compound gates: 2802 / 21.7
xor+xnor: 124 / 1.23
fa+ha+maj: 1033 / 14.7
buf+inv: 1597 / 6.87
flops: 1158 / 33.5
latches: 4 / 0.0682
mux: 538 / 6.48
simple gates: 2860 / 15.5
## worst max-delay path by stage
stage | endpoint | slack, ns | from
4_1_cts | iot_out[103] | 6.45 | fn_sel[1]
6_report | iot_out[48] | 6.13 | fn_sel[0]
5_1_grt | iot_out[48] | 5.97 | fn_sel[0]
## report_power, final
| group | switching [mW] | internal, mW |
|---|---|---|
| combinational | 1.05 | 0.554 |
| clock | 0.260 | 0.438 |
| sequential | 0.0575 | 0.485 |
| total | 1.36 | 1.48 |
## cells in the final DEF (no fill, tap or decap), types with 314 or more instances in the layout
master,count
sky130_fd_sc_hd__a21oi_1,633
sky130_fd_sc_hd__inv_1,848
sky130_fd_sc_hd__a21o_1,314
sky130_fd_sc_hd__dfstp_2,384
sky130_fd_sc_hd__nor2_1,371
sky130_fd_sc_hd__o21ai_0,442
sky130_fd_sc_hd__nand2_1,1150
sky130_fd_sc_hd__nand4_1,436
sky130_fd_sc_hd__ha_1,1032
sky130_fd_sc_hd__dfrtp_1,774
sky130_fd_sc_hd__buf_4,332
## area by class of cell
class                   instances  area share [%]
diodes                          9          0.0226
clock inverters                86            1.17
inverters                     851            3.21
clock buffers                 233            5.20
multi-input cells            7357            53.0
well taps                    2325            2.92
flip-flops and latches       1162            29.7
repair buffers                556            4.84
## routing by layer
metal / GRT usage (%) / part of all wire [%] / vias to the layer above
li1: - / - / 37452
met1: 61.6 / 40 / 40738
met2: 60.9 / 41 / 4589
met3: 18.9 / 12 / 1042
met4: 23.1 / 6.6 / 18
met5: 0.349 / 0.048 / -
## tightest hold or removal path: cells and delay by family
kind / cells / cell delay, ns
buf+inv: 21 / 11.92
## through the flow
step                utilization, %  setup WS (ns)  std cells
CTS                           57.1           6.45      12570
global placement              53.0          18.75      12178
floorplan                        -          15.05      10116
global route                  57.1           5.97      12573
detailed placement            53.0          18.69      12178
finish                        57.1           6.13      12579
## repair_timing
item | in CTS | in global routing
buffers inserted | 0 | 0
endpoints found under the hold margin | 8 | 0
hold buffers | 73 | 0
No activity file was given, so power comes from the tool's default toggle rates.
